==> flow/config.mk <==
export PLATFORM = sky130hd
export DESIGN_NAME = execute
export DESIGN_NICKNAME = execute
export VERILOG_FILES = /design/flow/design.v
export SDC_FILE = /design/flow/constraint.sdc
export NUM_CORES = 4
export LEC_CHECK = 1
export CORE_UTILIZATION = 40
==> flow/constraint.sdc <==
current_design execute

set clk_period 21.5
set clk_io_pct 0.2

create_clock -name clk0 -period $clk_period

set non_clock_inputs [all_inputs -no_clocks]
set_input_delay [expr $clk_period * $clk_io_pct] -clock clk0 $non_clock_inputs
set_output_delay [expr $clk_period * $clk_io_pct] -clock clk0 [all_outputs]
==> flow/design.v <==
module execute (
    input logic [31:0] reg_data1,
    input logic [31:0] reg_data2,
    input logic [11:0] imm_i,
    input logic [19:0] imm_u,
    input logic [6:0] opcode,
    input logic [31:0] pc_in,
    output logic [31:0] result,
    output logic [31:0] branch_target,
    output logic branch_enable
);
    always_comb begin
        branch_enable = 1'b0;
        branch_target = 32'b0;
        case (opcode)
            7'b0110011: begin  
                result = reg_data1 + reg_data2;
            end
            7'b0010011: begin  
                result = reg_data1 + {{20{imm_i[11]}}, imm_i};
            end
            7'b0110111: begin  
                result = {imm_u, 12'b0};
            end
            7'b1100111: begin  
                result = pc_in + 4;  
                branch_target = (reg_data1 + {{20{imm_i[11]}}, imm_i}) & ~32'b1;  
                branch_enable = 1'b1;
            end
            7'b0000011,
            7'b0100011: begin  
                result = reg_data1 + {{20{imm_i[11]}}, imm_i};
            end
            default: begin
                result = 32'b0;
            end
        endcase
    end
endmodule
==> flow/run.sh <==
#!/bin/bash
# OpenROAD 26Q1-2900-gdf79404cd8, Yosys 0.63+post, stock flow scripts
make -C /OpenROAD-flow-scripts/flow DESIGN_CONFIG=/design/flow/config.mk WORK_HOME=/design/flow/orfs finish
==> qor.log <==
qor: logic_synthesis.ys_top_logic_family AND-OR/OR-AND gates
qor: final_timing.report.final.slew_viol_count 0
qor: routing.postRouteAntennaNets 0
qor: power.p_clk_share 0%
qor: setup_path.critical_path_maximum_fanout 4
qor: final_timing.finalSetupViolations 0
qor: layout.n_sequential_cell 0
qor: final_timing.setup_total_negative_slack 0 ns
qor: outcome.failing_checks design-rule violations
qor: setup_path.crit_path_end_kind output port
qor: final_timing.maximum_operating_frequency 0.0816 GHz
qor: floorplan.initial_utilization 41.5%
qor: logic_synthesis.yosysUniqueCellTypes 75
qor: final_timing.min_period_over_period 57.0%
qor: logic_synthesis.part_of_the_yosys_area_used_for_sequential_elements 0%
qor: routing.detail_route.iter0.violations 529
qor: flow_run.openroad.warnings 33
qor: floorplan.die_area 12,500 um^2
qor: setup_path.worst_setup_path_start_kind input port
qor: floorplan.fp.coreArea 11,600 um^2
qor: floorplan.floorplan.rows 39
qor: worst_hold_path.worstHoldPathType in -> out
qor: setup_path.critPathArrivalTime 7.96 ns
qor: layout.share_of_final_layout_standard_cells_stronger_than_drive_strength_1 3.49%
qor: layout.regArea 0 um^2
qor: setup_path.worst_path_dominant_cell_family AND-OR/OR-AND gates
qor: logic_synthesis.top_area_cell ha_1
qor: logic_synthesis.synth.cell_area 4800 um^2
qor: global_routing.grt_pass1_wl 30,200 um
qor: global_routing.grt_start_max_net_pins 35
qor: setup_path.cp.required 17.20 ns
qor: routing.drt-total-wl 19,100 um
qor: logic_synthesis.yosys.area_share.simple 24.5%
qor: layout.mi_logic_area 4580 um^2
qor: setup_path.crit_path_cell_trace clkdlybuf4s50_1 -> ha_1 -> inv_1 -> fa_1 -> nand2b_1 -> a21oi_1 -> o31ai_1 -> nand2_2 -> a31oi_2 -> o21ai_2 -> a21oi_1 -> or4b_1 -> nand3_1 -> clkdlybuf4s50_1
qor: power.seq_power_share 0%
qor: logic_synthesis.synth-area-yosys 4800 um^2
qor: final_timing.worst_pin_slew 0.880 ns
qor: flow_run.number_of_max_cap_violations 0
qor: global_routing.grt_overflow 0
qor: setup_path.crit_buf_inv 3
qor: cts.post_cts_sizing_count 0
qor: final_timing.grt_setup_unrepaired false
qor: layout.finish.utilization 59.4%
qor: power.net-switching-power 86.8 uW
qor: logic_synthesis.post_synthesis_area_per_instance 6.69 um^2
qor: setup_path.critPathMaxStageDelay 0.51 ns
qor: placed_design.pre_cts_slack 9.27 ns
qor: layout.filler_cell_count 1,049
qor: layout.final.clkbuf_count 0
qor: logic_synthesis.post_synth_main_area_contributors ha_1 (16%), xnor2_1 (8.4%), a21oi_1 (7.2%), xor2_1 (6.6%), nor2_1 (6.3%)
qor: final_timing.fin_crit 12.26 ns
qor: final_timing.report.final.hold_viol_count 0
qor: logic_synthesis.synthesis.instances 718
qor: routing.antenna_cells_inserted 0
qor: global_routing.overall_routing_resource_usage 30.7%
qor: logic_synthesis.xor_area_share 15.0%
qor: floorplan.pin_count 200
qor: outcome.run_status finished, violations left
qor: routing.post_drt_wl_per_cell 18.5 um
qor: layout.synthToLayoutAreaGrowth 43.0%
qor: power.internal_power 75.1 uW
qor: routing.drc 15
qor: placed_design.port-buffer-count 199
qor: floorplan.die.size.x 112 um
qor: placed_design.routabilityCongestion 0.946
qor: logic_synthesis.synth.mux.area_fraction 1.30%
qor: routing.drt-vias-per-instance 5.89
qor: power.ir_drop 0.00901 mV
qor: final_timing.maxSlewHeadroom 41.2%
qor: final_timing.postLayoutSetupSlackWorst 9.24 ns
qor: placed_design.hpwl_dp 16,000 um
qor: power.power-per-cell-area 23.6 nW/um^2
qor: logic_synthesis.aoi_share 37.0%
qor: routing.detailedRoute.firstPassIterationCount 51
qor: logic_synthesis.cell_count_listed_in_synth_stat_txt 718
qor: setup_path.slowest_stage or4b_1
qor: cts.post_cts_hold_buffer_count 0
qor: power.switching_power_as_a_share_of_total_power 53.6%
qor: floorplan.die_h 112 um
qor: cts.postCtsSetupRepairBufs 0
qor: routing.detailroute.via_count 6,083
qor: power.p_comb_share 100.0%
qor: logic_synthesis.top_cell_area_share 16.4%
qor: global_routing.antenna_found_initial 0
qor: setup_path.critPathKind in -> out
qor: logic_synthesis.yosysWarningCount 1
qor: global_routing.first_global_vias 5,852
qor: logic_synthesis.synthAdderAreaFrac 17.2%
qor: power.power_leakage 2.67 nW
==> tightest hold or removal path: stages <==
cell	delay (ns)
clkdlybuf4s50_1	0.40
nand2_1	0.05
o21ai_0	0.07
clkdlybuf4s50_1	0.40
==> final cells by class <==
cell class | count | area share [%]
Tap cell | 143 | 2.60
Inverter | 19 | 1.04
Timing Repair Buffer | 206 | 29.8
Multi-Input combinational cell | 664 | 66.6
==> final timing paths <==
path,slack (ns),to,start,depth (start not counted)
worst min-delay path,9.52,result[0],pc_in[0],4
worst max-delay path,9.24,result[28],reg_data1[0],14
==> per-stage QoR <==
stage                     hold WS (ns)  total power [mW]  instance area, um^2  cells
after floorplan                   8.64             0.101                 4800    718
after CTS                         9.53             0.160                 6870   1032
after global routing              9.54             0.178                 6870   1032
final                             9.52             0.162                 6870   1032
after global placement            9.51             0.159                 6870   1032
after detailed placement          9.51             0.159                 6870   1032
==> power groups by stage <==
stage	clock (mW)	sequential [mW]	combinational, mW
after global routing	0	0	0.178
after CTS	0	0	0.160
final	0	0	0.162
==> synthesized netlist by cell type (3+ instances only) <==
library cell	count
a2111oi_0	4
a211oi_1	5
a21boi_0	3
a21o_1	22
a21oi_1	69
a221oi_1	4
a222oi_1	9
a22oi_1	8
a31oi_1	5
and2_1	14
and3_1	7
and4_1	3
buf_2	4
buf_4	4
clkbuf_1	24
ha_1	63
inv_1	19
mux2i_1	4
nand2_1	76
nand2b_1	10
nand3_1	27
nand4_1	8
nand4b_1	3
nor2_1	80
nor2b_1	3
nor3_1	9
o2111ai_1	4
o211ai_1	10
o21a_1	7
o21ai_0	35
o21ai_1	15
o21ai_2	3
o21bai_1	7
o221ai_1	8
o22ai_1	6
o31ai_1	4
or3_1	4
xnor2_1	46
xor2_1	36
==> cells in the final DEF, fill, tap and decap left out, types with 8 or more instances in the layout <==
master,instances
clkdlybuf4s50_1,199
nor2_1,80
nand2_1,76
a21oi_1,69
ha_1,63
xnor2_1,46
xor2_1,36
o21ai_0,35
nand3_1,27
a21o_1,22
inv_1,19
o21ai_1,15
and2_1,14
o211ai_1,10
nand2b_1,10
a222oi_1,9
nor3_1,8
nand4_1,8
a22oi_1,8
o221ai_1,8
==> kinds of logic after synthesis <==
kind of cell             count (synthesis)
adder cells (fa/ha/maj)                 65
AND-OR/OR-AND                          256
XOR/XNOR                                82
AND/OR/NAND/NOR                        254
other                                    1
multiplexers                             6
buffers and inverters                   54
==> per-layer routing <==
metal	vias to the layer above	GRT usage, %	routed length, um
li1	3028	-	-
met1	2778	43.8	8730
met2	259	49.7	8420
met3	18	5.65	1670
met4	0	3.60	238
met5	-	0	0
Power figures rest on the tool's default switching activity, not on a simulated workload.
