==> flow/design.v <==
module pc (
    input logic clk,
    input logic rst,
    input logic branch_enable,
    input logic [31:0] branch_target,
    output logic [31:0] pc_out
);
    logic [31:0] pc_reg;
    always_ff @(posedge clk) begin
        if (rst) begin
            pc_reg <= 32'b0;
        end else if (branch_enable) begin
            pc_reg <= branch_target;  
        end else begin
            pc_reg <= pc_reg + 4;  
        end
    end
    assign pc_out = pc_reg;
endmodule
==> flow/run.sh <==
#!/bin/bash
# OpenROAD 26Q1-2900-gdf79404cd8, Yosys 0.63+post, stock flow scripts
make -C /OpenROAD-flow-scripts/flow DESIGN_CONFIG=/design/flow/config.mk WORK_HOME=/design/flow/orfs finish
==> flow/config.mk <==
export PLATFORM = sky130hd
export DESIGN_NAME = pc
export DESIGN_NICKNAME = pc
export VERILOG_FILES = /design/flow/design.v
export SDC_FILE = /design/flow/constraint.sdc
export NUM_CORES = 4
export LEC_CHECK = 1
export CORE_AREA = 10 10 105 105
export DIE_AREA = 0 0 115 115
==> flow/constraint.sdc <==
current_design pc

set clk_period 6.4
set clk_io_pct 0.2

create_clock -name clk0 -period $clk_period [get_ports {clk}]

set non_clock_inputs [all_inputs -no_clocks]
set_input_delay [expr $clk_period * $clk_io_pct] -clock clk0 $non_clock_inputs
set_output_delay [expr $clk_period * $clk_io_pct] -clock clk0 [all_outputs]
==> Changelog: implementation <==
## Implementation

- Outcome: finished clean
- Area growth from synthesis to layout: 47.4%
- Critical register-to-register path endpoint: pc_reg[22]
- Simple-gate portion of the synthesized area: 0.292
- Fraction of final layout cells sized beyond drive strength 1: 0.0473
- Syn. warnings: 1
- Worst-margin pin slew: 0.718 ns
- Final global-route overflow total: 0
- Bufs on Longest Clock Path: 2
- Crit path depth: 6
- Net switching power of the design: 0.121 mW
- Fraction of the cycle the final worst path needs: 0.522
- Most Frequent Cell on Critical Path: sky130_fd_sc_hd__and4_1
- DR pass1 iterations: 4
- Chip area estimate from yosys synthesis: 1750 um^2
- Number of max-capacitance violations reported: 0
- Vias in the first global route: 1,746
- Worst setup slack before clock tree synthesis: 2.75 ns
- Max stage delay on crit path: 0.76 ns
- Flop2flop setup slack: 4.25 ns
- H-tree level count: 2
- Tmin final: 3.34 ns
- Depth of the worst register-to-register path: 5
- Worst setup startpoint: branch_enable
- Peak supply drop: 0.0748 mV
- Internal power summed over all cells: 0.343 mW
- Crit path launch type: primary input
- Sequential fraction of the synthesis area: 0.366
- Max-slew violation count: 0
- Synth top area share: 0.366
- Endpoints failing setup: 0
- Post-synth regs: 32
- Flip-flop count of the largest register, all copies and words added: 32
- Worst Hold Class: flop to flop
- Top delay family on crit path: buffers and inverters
- Largest net degree at the start of global routing: 35
- DR vias: 1,853
- Final hold violation count: 0
- Sum of internal, switching and leakage power: 0.464 mW
- Number of antenna violations at the first check in global routing: 0
- Worst relative slew slack: 0.517
- Largest area contributor in the netlist: sky130_fd_sc_hd__dfxtp_1
- Wire length after detailed routing: 5670 um
- Dominant cells by area after synthesis: sky130_fd_sc_hd__dfxtp_1 37%, sky130_fd_sc_hd__a311oi_1 7.5%, sky130_fd_sc_hd__nor2_1 5.8%
- Number of different library cells in the post-synthesis netlist: 38
- Logic gate share of total power: 0.181
- HPWL after DPL: 4300 um
- Worst-path cell with the longest stage delay: sky130_fd_sc_hd__clkdlybuf4s50_1
- Antenna Diode Count: 0
- Reg power frac: 0.501
- Critical path data required time: 6.56 ns
- Number of hold buffers added after CTS: 0
- Chip Height: 115 um
- Final weighted congestion of routability-driven global placement: 0.816
- Post-Synth Adder-Cell Area: 0.00714
- Buf/Inv on CP: 3
- Global router's overall resource usage: 0.0838
- FP Rows: 34
- Count of mapped cells out of synthesis: 213
- Areal power density over the cells: 180 nW/um^2
- Via/cell ratio: 4.84
- Min setup slack post-route: 3.06 ns
- Static Leak: 0.838 nW
- CTS tree: done
- Die width: 115 um
- Post-Syn Area: 1750 um^2
- Buffers inserted during post-CTS setup optimization: 0
- Tally of OpenROAD warnings: 25
- Routing usage on met3: 0.0306
- Number of buffers inserted during clock tree synthesis: 5
- Data arrival at the endpoint of the critical path: 3.50 ns
- Detailed Route Iter0 Violations: 115
- Root buffer cell: sky130_fd_sc_hd__clkbuf_8
- Synthesized-area fraction occupied by xor and xnor cells: 0.0400
- Clock network latency to the later pin of the worst-skew pair: 0.28 ns
- Mapped Avg Cell Area: 8.22 um^2
- Clock slew at reported path FFs: 0.06 ns
- Final setup TNS: 0 ns
- Number of port buffers: 66
- Antenna violation net count after detailed routing: 0
- Final non-filler cell area: 2580 um^2
- Fraction of met2 tracks used by global routing: 0.125
- Core Area: 8760 um^2
- Filler cell count: 939
- Share of power burned in the clock network: 0.317
- Final cell count without fillers: 383
- Placed Instance Area: 2500 um^2
- Quantity of gates resized following cts: 0
- RSZ-0062 raised after global routing: no
- Routing usage on met1: 0.119
- Compound-Gate Fraction of Synth Area: 0.226
- Worst reg2reg startpoint: pc_reg[2]
- Cell total after placement: 376
- Clock sinks: 32
- Largest fanout of any net on the critical path: 34
- DRC errors left: 0
- WS Path Type: primary input to flop
- I/O pins: 67
- Chip area: 13,200 um^2
- Portion of netlist area occupied by mux cells: 0.0171
- End point of the critical path: pc_reg[31]
- Setup skew after layout: 0.00675 ns
- Core utilization before placement: 0.200
- Prevailing logic family in the synthesized netlist: simple AND/OR/NAND/NOR gates
- Average wire per cell in the routed design: 14.8 um
- Highest achievable clock rate: 299 MHz
- Switching portion of total power: 0.261
- # Cells Yosys: 213
- CP endpoint kind: flop
- Busiest grt layer: met2
- First-pass GRT wire length: 9090 um
- Critical-path cell list: clkdlybuf4s50_1 -> inv_1 -> buf_4 -> and4_1 -> and4_1 -> nor3_1
synth_stat cells, drive strengths merged:
| cell | n |
|---|---|
| dfxtp | 32 |
| nor2 | 27 |
| a311oi | 15 |
| nand2 | 15 |
| nand3 | 10 |
| o21ai | 10 |
| inv | 9 |
| or3 | 9 |
| or4 | 9 |
| nor3 | 8 |
| a211oi | 7 |
| clkbuf | 7 |
| o31ai | 7 |
| buf | 6 |
| nand4 | 5 |
| xnor2 | 5 |
| and4 | 4 |
| nor4 | 4 |
| a21oi | 3 |
| mux2i | 3 |
| xor2 | 3 |
| a2111oi | 2 |
| o211a | 2 |
| o211ai | 2 |
| o21a | 2 |
| a211o | 1 |
| and2 | 1 |
| and3 | 1 |
| ha | 1 |
| nor3b | 1 |
| o22a | 1 |
| o311ai | 1 |
final cells by class:
type                       count  area, um^2  area share
clock inverter                 1        5.00     0.00194
sequential                    32         641       0.248
tap                          108         135      0.0523
timing repair buffer          68         676       0.262
inverter                       9        33.8      0.0131
clock buffer                   6        72.6      0.0281
multi-input combinational    159        1020       0.395
layout by cell type, fill, tap and decap left out, types with 5 or more instances in the layout:
cell type,count
sky130_fd_sc_hd__inv_1,9
sky130_fd_sc_hd__or3_1,8
sky130_fd_sc_hd__nor2_1,27
sky130_fd_sc_hd__a211oi_1,7
sky130_fd_sc_hd__o31ai_1,7
sky130_fd_sc_hd__o21ai_0,10
sky130_fd_sc_hd__clkdlybuf4s50_1,66
sky130_fd_sc_hd__xnor2_1,5
sky130_fd_sc_hd__nor3_1,8
sky130_fd_sc_hd__clkbuf_8,5
sky130_fd_sc_hd__nand3_1,9
sky130_fd_sc_hd__dfxtp_1,32
sky130_fd_sc_hd__or4_1,7
sky130_fd_sc_hd__a311oi_1,15
sky130_fd_sc_hd__nand2_1,15
power groups by stage:
stage     clock network (mW)  registers, mW  logic, mW
4_1_cts                0.153          0.232     0.0863
5_1_grt                0.163          0.236     0.0939
6_report               0.147          0.233     0.0840
worst min-delay path, cell delays in order, from the launching register on:
cell	delay, ns
sky130_fd_sc_hd__dfxtp_1	0.33
sky130_fd_sc_hd__mux2i_1	0.06
sky130_fd_sc_hd__nor2_1	0.07
routing by layer:
metal | vias up | part of all wire | wire (um)
li1 | 939 | - | -
met4 | 0 | 0.0049 | 28
met2 | 67 | 0.44 | 2470
met1 | 842 | 0.46 | 2610
met5 | - | 0 | 0
met3 | 5 | 0.098 | 558
stage by stage:
stage                     utilization  hold slack (ns)
after detailed placement        0.286            0.486
after CTS                       0.295            0.504
final                           0.295            0.493
after global placement          0.286            0.479
after global routing            0.295            0.554
after floorplan                     -            0.437
how the worst min path moves through the flow:
stage         start        end  slack, ns  cells after the start
6_report  pc_reg[1]  pc_reg[1]       0.49                      2
5_1_grt   pc_reg[1]  pc_reg[1]       0.55                      2
4_1_cts   pc_reg[1]  pc_reg[1]       0.50                      2
kinds of logic after synthesis:
family,Yosys count
muxes,3
buffers and inverters,22
adders and majority gates,1
AOI/OAI and AO/OA,53
DFF,32
xor gates and xnor gates,8
and+or+nand+nor,94
Power and IR drop assume default switching activity.
