==> design.v <==
module dmem_instructions (
    input logic [19:0] immediate,
    input logic [4:0] rd,
    input logic [11:0] offset,
    input logic lw_enable,
    input logic lbu_enable,
    input logic sb_enable,
    input logic sw_enable,
    output logic read_enable,
    output logic write_enable,
    output logic [31:0] address
);
    always_comb begin
        address = 32'b0;  
        if (lw_enable || lbu_enable) begin
            address = {{12{immediate[19]}}, immediate};  
        end else if (sb_enable || sw_enable) begin
            address = {{20{offset[11]}}, offset};  
        end
    end
endmodule
==> run.sh <==
#!/bin/bash
# OpenROAD 26Q1-2900-gdf79404cd8, Yosys 0.63+post, stock flow scripts
make -C /OpenROAD-flow-scripts/flow DESIGN_CONFIG=/design/flow/config.mk WORK_HOME=/design/flow/orfs finish
==> config.mk <==
export PLATFORM = sky130hd
export DESIGN_NAME = dmem_instructions
export DESIGN_NICKNAME = dmem_instructions
export VERILOG_FILES = /design/flow/design.v
export SDC_FILE = /design/flow/constraint.sdc
export NUM_CORES = 4
export LEC_CHECK = 1
export CORE_AREA = 10 10 70 70
export DIE_AREA = 0 0 80 80
==> constraint.sdc <==
current_design dmem_instructions

set clk_period 2.6
set clk_io_pct 0.2

create_clock -name clk0 -period $clk_period

set non_clock_inputs [all_inputs -no_clocks]
set_input_delay [expr $clk_period * $clk_io_pct] -clock clk0 $non_clock_inputs
set_output_delay [expr $clk_period * $clk_io_pct] -clock clk0 [all_outputs]
==> results.txt <==
The flow run is done. The top cell types in the final layout, fill and taps aside, are clkdlybuf4s50_1 (66), o21ai_0 (30), o21ai_1 (20). In the finished layout, the clock tree contains a buffer count of 0. Full die area landed at 6400 um2. The count of nets left with antenna violations once routing finished came out at 0. Final critical-path required period landed at 2.42 ns.

Total grt overflow landed at 0. According to the timing report, the data required time at the worst endpoint equals 2.08 ns. Endpoints failing hold in the final report were tallied at 0.

After detailed routing, the number of remaining DRC violations is 0. Along the worst path, the maximum fanout reaches 7. Die outline height landed at 80 um. The layer flagged by global routing as most heavily used is met2. Routing resource usage on met1 recorded by global route was 7.91%.

Data arrival time at the worst-slack endpoint landed at 1.90 ns. Number of detailed-route iterations in the first pass landed at 4. There are 0 flip-flops and latches. The number of warnings reported in the stage logs is 38.

Across the run, the number of max-cap violations was 0. Chip area from the yosys synthesis statistics landed at 428 um2. The post-route netlist has 10.4% of its cells at a drive strength greater than 1. The warning tally printed by Yosys for this design is 3.

Count of input and output buffers landed at 68. The floorplan step set the die width to 80 um. The first global-routing pass estimated 3540 um of wire. Number of inserted diodes landed at 0. The worst-case IR drop observed on VDD is 53.6 uV. Number of cells on the worst hold path landed at 5.

STA classifies the critical path endpoint as a primary output. After synthesis, the mean cell area works out to 5.63 um2. Final HPWL from detailed placement landed at 2100 um. Total power consumption of the routed design landed at 0.193 mW. The cell sequence reported for the critical path is clkdlybuf4s50_1 -> o21ai_2 -> o21ai_4 -> buf_6 -> clkdlybuf4s50_1. The finished cells cover 1140 um2. Sequential cell area landed at 0 um2.

The tightest hold path in the finished design has a slack of 1.92 ns. The finished layout reports a core utilization of 33.3%. The core region is 3420 um2. The floorplan step records an initial core utilization of 12.5%. Number of pins exceeding their max-slew limit in the final report landed at 0. Post-detailed-route wirelength per cell landed at 13.6 um.

Number of distinct library cells after synthesis landed at 9. In the synthesized netlist, the number of instances is 76. Iteration-0 DRC count of the detailed router landed at 18. Maximum number of pins on one net before global-route repair landed at 15.

Setup repair after global routing left no endpoint under its margin. Number of antenna violations at the first check in global routing landed at 0. Met3 routing resource usage after global routing landed at 2.39%.

Number of hold buffers added after CTS landed at 0. The worst path uses 93.2% of the clock period. In this design, the critical path's most frequently occurring cell is clkdlybuf4s50_1. In this run the number of cells on the critical path is 5.

Post-synthesis cell count from yosys landed at 76. The number of global-route vias before repair came to 706. Detailed placement reports a standard cell area of 1110 um2. The flow ran to the end, and the final reports show no timing, DRC or antenna violations. Sequential element share of the synthesized area landed at 0%. Global-route usage over all layers landed at 6.63%. After synthesis the cells add up to 428 um2.

The startpoint identified for the worst hold timing path is lw_enable. The routed layout has 746 vias. The critical path's slowest stage uses the library cell clkdlybuf4s50_1. The library cell used most frequently in the layout, excluding fill and tap cells, is clkdlybuf4s50_1. The launch point of the critical path was reported as sb_enable.

Timing would allow up to 413 MHz. Summed over all cells, the static leakage comes to 0.414 nW. Number of endpoints failing setup at the final stage landed at 0. The cell family contributing the most delay on the critical path is buffers and inverters. The routed design has 2450 um of wire. The timing report notes that buffer and inverter cells on the critical path total 3. Routability-driven placement congestion ratio landed at 0.687. Power density over the cells landed at 170 nW/um2. The final layout report lists a filler cell count of 367.

Total number of placement rows landed at 21. STA classifies the critical path startpoint as a primary input. Number of top-level pins landed at 75. Number of setup buffers added after CTS landed at 0.

By startpoint and endpoint, the worst setup path is classified as in -> out. Critical path's largest stage delay landed at 0.50 ns. The flow measured a signed area growth from synthesis to layout of 166%. Met2 track demand over resource landed at 11.5%.

Using the TritonRoute via totals, the vias-per-cell ratio works out to 4.14. Checking hold timing, the worst path is listed with class in -> out.
==> worst min-delay path, delay by kind of cell <==
family / cells / cell delay (ns)
and+or+nand+nor: 1 / 0.17
buffers and inverters: 3 / 0.65
AOI/OAI and AO/OA: 1 / 0.06
==> layer usage <==
metal  wire, um  vias to the layer above
li1           -                      372
met4         14                        0
met3        291                        2
met1        929                      329
met2       1220                       43
met5          0                        -
==> cell type report <==
cell class                 count  area [um2]  share of cell area, %
multi-input combinational     55         292                   25.6
tap                           46        57.6                   5.06
timing repair buffer          79         788                   69.3
==> metrics by stage <==
stage | std cells | worst slack [ns] | setup TNS [ns]
finish | 180 | 0.178 | 0
global route | 180 | 0.0549 | 0
floorplan | 77 | 0.527 | 0
global placement | 179 | 0.0238 | 0
CTS | 180 | -0.00386 | -0.00667
detailed placement | 179 | -0.00471 | -0.0106
==> synthesized netlist by cell type <==
cell | number | area, um2
o21ai_0 | 31 | 155
o21ai_1 | 20 | 100
buf_4 | 14 | 105
clkbuf_1 | 5 | 18.8
buf_6 | 2 | 22.5
buf_2 | 1 | 5.00
conb_1 | 1 | 3.75
o21ai_2 | 1 | 8.76
or2_4 | 1 | 8.76
==> repair_timing <==
action	CTS	global route
pin swaps	0	1
setup endpoints to repair	6	21
gates resized	2	7
gates cloned	1	0
==> power breakdown <==
group / internal [mW] / leakage [nW] / total [mW] / switching [mW]
Sequential: 0 / 0 / 0 / 0
Clock: 0 / 0 / 0 / 0
Combinational: 0.140 / 0.414 / 0.193 / 0.0530
Total: 0.140 / 0.414 / 0.193 / 0.0530
==> cell families after synthesis <==
group	after synthesis	synth area share (%)
simple gates	1	2.05
other cells	1	0.876
buf+inv	22	35.4
compound gates	52	61.7
==> final timing paths <==
path              slack (ns)     endpoint
setup / recovery        0.18  address[26]
hold / removal          1.92  address[25]
Power figures rest on the tool's default switching activity, not on a simulated workload.
